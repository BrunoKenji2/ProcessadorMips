[./design.v]
module Registradores (endereco_leitura1, endereco_leitura2, endereco_escrita, clock, writeRegs, readRegs, dados_escrita_32, dados_escrita_64, leituraRS, leituraRT, leituraRD, hi, lo, hilo);
input [5:0] endereco_leitura1;
input [5:0] endereco_leitura2;
input [5:0] endereco_escrita;  
input clock, writeRegs, readRegs, hilo;  
input [63:0] dados_escrita_64;  
input [31:0] dados_escrita_32;  
output [31:0] leituraRS;  
output [31:0] leituraRD;  
output [31:0] leituraRT;  
output [31:0] hi;
output [31:0] lo;
integer PrimeiroClock=1;  
reg[31:0] regs [63:0];  
reg [31:0] RD, RS, RT;
always @ (negedge clock) 
begin
    if (writeRegs)
    begin
        if(hilo)
        begin
            regs[62] = dados_escrita_64[31:0];
            regs[63] = dados_escrita_64[63:32];
        end
        else
        begin
            regs[endereco_escrita] = dados_escrita_32;
        end
    end
end
assign hi = regs[63];
assign lo = regs[62];
assign leituraRD = regs[endereco_escrita];
assign leituraRS = regs[endereco_leitura1];
assign leituraRT = regs[endereco_leitura2];
endmodule
module ULA
(controle, in1, in2, in3, out_32, out_64, out1, sign_hilo);
input [31:0] in1;   
input [31:0] in2;
input [31:0] in3;
input [3:0] controle;
output [31:0] out_32;
output [63:0] out_64;
output reg out1, sign_hilo;
reg [31:0] result_32;
reg [63:0] result_64;
reg [63:0] hilo;
always @(in1 or in2 or controle)
begin
sign_hilo = 1'b0;
  case(controle)
   4'b0000:
		begin
		result_32 = in1 + in2;
		result_64 = 64'd0;
		out1 = 1'b0;
		end
	4'b0001:
		begin
		result_32 = in1 - in2;
		result_64 = 64'd0;
		out1 = 1'b0;
		end
	4'b0010:
		begin
		result_32 = in1 * in2;
		result_64 = 64'd0;
		out1 = 1'b0;
		end
	4'b0011:
		begin
		result_64 = 64'd0;
		result_32 = in1 / in2;
		out1 = 1'b0; 
		end
	4'b0100:
		begin
		result_32 = in1 & in2;
		result_64 = 64'd0;
		out1 = 1'b0;
		end
	4'b0101:
		begin
		result_32 = in1 | in2;
		result_64 = 64'd0;
		out1 = 1'b0;
		end
	4'b0110:
		begin
		result_32 = (in1 < in2) ? 32'd1 : 32'd0;
		result_64 = 64'd0;
		out1 = in1 < in2;
		end
	4'b0111:
		begin
		result_32 = 32'd0;
		result_64 = 64'd0;
		out1 = in1 > in2;
		end
	4'b1000:
		begin
		result_32 = (in1 == in2) ? 32'd1 : 32'd0;
		result_64 = 64'd0;
		out1 = in1 == in2;
		end
	4'b1001:
		begin
		result_32 = (in1 <= in2) ? 32'd1 : 32'd0;
		result_64 = 64'd0;
		out1 = in1 <= in2;
		end
	4'b1010:
		begin
		result_32 = 32'd0;
		result_64 = 64'd0;
		out1 = in1 >= in2;
		end
	4'b1011:
    	begin
    	result_32 = in1 << in2[4:0];
    	result_64 = 64'd0;
    	out1 = 1'b0;
    end
	4'b1100:
    begin
    	result_32 = in1 >> in2[4:0];
    	result_64 = 64'd0;
    	out1 = 1'b0;
    end
	4'b1101:
	begin
		result_32 = 32'd0;
		result_64 = 64'd0;
		out1 = in1 != in2;
	end
   default:
		begin
		result_32 = 32'd0;
		result_64 = 64'd0;
		out1 = 1'b0;
		end
  endcase
end
assign out_32 = result_32;
assign out_64 = result_64;
endmodule
module UnidadeProcessamento (controle, writeRegs, endereco_escrita, endereco_leitura1, endereco_leitura2, clock, outwrite);
  input [3:0] controle;
  input writeRegs;
  input [5:0] endereco_escrita;
  input [5:0] endereco_leitura1;
  input [5:0] endereco_leitura2;
  input clock;
  wire var1, write1;
  wire [31:0] var32, var32_2, write32, hi,lo;
  reg [31:0] dados_escrita_32;
  reg [63:0] dados_escrita_64;
  wire [63:0] var64, write64;
  wire [31:0] out_32;
  wire [63:0] out_64;
  wire out1;
  wire sign_hilo;
  output reg [31:0] outwrite;
  Registradores Registradores_inst (endereco_escrita, endereco_leitura1, endereco_leitura2, clock, writeRegs, out_32, out_64, var32, var32_2, outwrite, hi, lo, sign_hilo);
  ULA ULA_inst (controle, var32, var32_2, var64, out_32, out_64, out1, sign_hilo);
endmodule
[./constraint.sdc]
current_design UnidadeProcessamento

set clk_period 2.4
set clk_io_pct 0.2

create_clock -name clk0 -period $clk_period [get_ports {clock}]

set non_clock_inputs [all_inputs -no_clocks]
set_input_delay [expr $clk_period * $clk_io_pct] -clock clk0 $non_clock_inputs
set_output_delay [expr $clk_period * $clk_io_pct] -clock clk0 [all_outputs]
[./run.sh]
#!/bin/bash
# OpenROAD 26Q1-2900-gdf79404cd8, Yosys 0.63+post, stock flow scripts
make -C /OpenROAD-flow-scripts/flow DESIGN_CONFIG=/design/flow/config.mk WORK_HOME=/design/flow/orfs finish
[./config.mk]
export PLATFORM = sky130hd
export DESIGN_NAME = UnidadeProcessamento
export DESIGN_NICKNAME = UnidadeProcessamento
export VERILOG_FILES = /design/flow/design.v
export SDC_FILE = /design/flow/constraint.sdc
export NUM_CORES = 4
export LEC_CHECK = 1
export CORE_AREA = 10 10 106 106
export DIE_AREA = 0 0 116 116
export SYNTH_HDL_FRONTEND = slang
==> impl_metrics.csv <==
group,metric,value,unit
status,status,"finished with violations",
status,failed_checks,"setup timing",
sta,fin_tns_setup,-6.748,ns
worst_setup_path,slowest_delay,0.33,ns
clock_network,cts_buffers,5,
global_routing,grt_overflow,0,
synth,synthesis.area,1678,um2
worst_setup_path,arrival,2.18,ns
power,irDropWorstVdd,0.2651,mV
synth,flop_cell,"edfxtp_1",
clock_network,cts_hold_buf,0,
synth,synthTopCellsByCount,"inv_1 (32), edfxtp_1 (31), a21oi_2 (30), nor3_1 (25), buf_2 (8)",
worst_setup_path,crit_buf_inv,2,
worst_setup_path,cp-start-kind,"register",
sta,final_hold_viol_count,0,
routing,final_antenna_net_count,0,
worst_setup_path,cp_top_family,"flip-flops",
synth,avgSynthCellArea,11.57,um2
floorplanning,fp-utilization,18.96,%
placed_design,placedInstanceArea,2502,um2
synth,synth-edff-count,31,
floorplanning,core,8848,um2
power,totalPowerFinal,1.593,mW
synth,ys_seq_share,55.48,%
routing,drc,0,
synth,top_area_cell,"edfxtp_1",
power,power.density,515.3,nW/um2
sta,setup_viol,31,
worst_setup_path,cpMaxStageDelayCell,"edfxtp_1",
sta,rsz0062_at_grt,"yes",
placed_design,io_buffers,44,
routing,wirelength,4.575,mm
clock_network,h-tree-depth,2,
clock_network,cts_tree,"yes",
final_layout,largest_register_ffs,31,
global_routing,grt_max_degree,32,
routing,diodes,0,
synth,netlist_instances,145,
clock_network,clock_sinks,31,
clock_network,clk_path_buf_depth,2,
flow_run,max_cap_violations,0,
floorplanning,num_io_pins,56,
final_layout,fin_area,3092,um2
clock_network,cts_root_buf,"clkbuf_8",
final_layout,drive_above_1_share,73.36,%
clock_network,clk_pin_slew,0.03,ns
routing,first_pass_iters,4,
global_routing,track_usage,6.920,%
routing,wire_per_inst,11.52,um
global_routing,grt_pass1_vias,1603,
sta,slew_violations,0,
final_layout,final_cells,397,
sta,setup_slack,-0.2602,ns
floorplanning,fp.dieW,116,um
power,leakage,1.439,nW
synth,async_flop_share,0,%
floorplanning,num_rows,34,
synth,ys_cells,145,
placed_design,gp_congestion,0.7314,
synth,ys_types,16,
synth,most_common_cell,"inv_1",
global_routing,grt_pass1_wl,7.410,mm
final_layout,fillers,860,
final_layout,syn_to_final_growth,84.27,%
floorplanning,die_area,13460,um2
routing,num_vias,1518,
floorplanning,die_height,116,um
synth,ys_chip_area,1678,um2
synth,yosys_warnings,35,
worst_setup_path,worstSetupPathType,"register to primary output",
synth,top_area_share,55.48,%
sta,clock_skew,0,ns
placed_design,place_inst,320,
sta,hold_ws,0.6837,ns
worst_hold_path,hold_path_class,"register to register",
routing,viasPerCell,3.824,
worst_setup_path,path_cells,"inv_2 > nor3_2 > buf_2",
worst_setup_path,critical_path_required,1.92,ns
flow_run,warnings,69,
synth,ys_seq_elements,31,
worst_setup_path,crit_fanout,2,
synth,synth.area.top_cells,"edfxtp_1 (55%), a21oi_2 (16%), nor3_1 (7.5%), inv_1 (7.2%), buf_12 (3.6%)",
clock_network,clk_latency,0.34,ns
placed_design,dp_hpwl,2.791,mm
global_routing,grt_antenna_before_repair,0,
routing,drtIter0Drc,50,
worst_setup_path,end_kind,"primary output",
-- cell usage in the layout, fill, tap and decap left out, types with 2 or more instances in the layout --
cell type / count
buf_2: 32
clkdlybuf4s15_1: 3
edfxtp_1: 31
buf_12: 7
nor3_2: 29
dlygate4sd2_1: 2
buf_4: 64
buf_6: 3
inv_1: 31
clkdlybuf4s50_1: 7
a21oi_2: 30
buf_16: 3
nor3_4: 2
clkbuf_8: 5
inv_2: 31
-- final timing paths --
path                                          to  slack [ns]                                 from  cells after the start
max                                 outwrite[12]       -0.26  Registradores_inst.lo[12]$_DFFE_NP_                      3
min          Registradores_inst.lo[27]$_DFFE_NP_        0.68  Registradores_inst.lo[27]$_DFFE_NP_                      3
max reg2reg  Registradores_inst.lo[31]$_DFFE_NP_        1.06  Registradores_inst.lo[31]$_DFFE_NP_                      8
min reg2reg  Registradores_inst.lo[27]$_DFFE_NP_        0.68  Registradores_inst.lo[27]$_DFFE_NP_                      3
-- cell type report --
cell class	instances	area, um2	area share (%)
sequential	31	930.9	30.11
clock inverter	33	151.4	4.897
timing repair buffer	122	1047	33.87
tap	108	135.1	4.371
clock buffer	5	68.82	2.226
multi-input combinational	67	641.9	20.76
inverter	31	116.4	3.764
-- through the flow --
stage | setup slack (ns) | util (%)
floorplan | -0.08204 | -
global placement | -0.5569 | 28.28
detailed placement | -0.5557 | 28.28
CTS | -0.2605 | 34.38
global route | -0.3331 | 34.94
finish | -0.2602 | 34.94
-- timing repair --
item,4_1_cts,5_1_grt
gates resized,158,13
setup endpoints to repair,62,36
buffers inserted,32,5
cloned,4,0
pin swaps,34,6
-- logic make-up (layout without fill, tap and decap cells) --
group                  count (synthesis)  after routing  synth area share [%]
flip-flops                            31             31                 55.48
AND/OR/NAND/NOR                       35             35                 13.65
AND-OR/OR-AND                         31             31                 15.96
buffers and inverters                 47            191                 14.69
other                                  1              1                0.2235
-- power breakdown --
group,internal (mW),switching (mW)
combinational,0.150,0.112
clock,0.369,0.311
sequential,0.639,0.0124
-- worst register-to-register path: stages (launching register included) --
cell and delay [ns]:
edfxtp_1 0.34, inv_2 0.05, buf_4 0.12, buf_4 0.12
buf_4 0.12, buf_4 0.12, buf_4 0.12, buf_4 0.12
a21oi_1 0.10
-- metal layers --
layer / part of all wire [%] / GRT usage (%)
met3: 5.9 / 2.983
met2: 48 / 10.92
met1: 45 / 8.381
met5: 0 / 0
met4: 1.1 / 2.335
No activity file was given, so power comes from the tool's default toggle rates.
